[./design.v]
module projectCPU2021(
  clk,
  rst,
  wrEn,
  data_fromRAM,
  addr_toRAM,
  data_toRAM,
  PC,
  W
);
input clk, rst;
input wire [15:0] data_fromRAM;
output reg [15:0] data_toRAM;
output reg wrEn;
output reg [12:0] addr_toRAM;
output reg [12:0] PC;  
output reg [15:0] W;  
reg [12:0] operand, operandNext;
reg [ 2:0] opcode, opcodeNext;
reg [ 2:0] state, stateNext;
reg [12:0] PCNext;
reg [15:0] WNext;
always @(posedge clk) begin
	state   <= #1 stateNext;
	PC      <= #1 PCNext;
	opcode  <= #1 opcodeNext;
	operand <= #1 operandNext;
	W       <= #1 WNext;
end
always @* begin
	stateNext   = state;
	PCNext      = PC;
	opcodeNext  = opcode;
	operandNext = operand;
	WNext       = 0;
	addr_toRAM  = 0;
	wrEn        = 0;
	data_toRAM  = 0;
	if(rst) begin
		stateNext   = 0;
		PCNext      = 0;
		opcodeNext  = 0;
		operandNext = 0;
		WNext       = 0;
		addr_toRAM  = 0;
		wrEn        = 0;
		data_toRAM  = 0;
	end else begin
		case(state)
			0: begin
				PCNext      = PC;
				opcodeNext  = opcode;
				operandNext = 0;
				addr_toRAM  = PC;
				wrEn        = 0; 
				data_toRAM  = 0;
				WNext       = W;
				stateNext   = 1;
			end
			1: begin
				PCNext      = PC;
				opcodeNext  = data_fromRAM[15:13];
				operandNext = data_fromRAM[12: 0];
				addr_toRAM  = data_fromRAM[12: 0];
				wrEn        = 0;
				data_toRAM  = 0;
				WNext       = W;
				case(opcodeNext)
					3'b000: stateNext = 2;  
					3'b001: stateNext = 2;  
					3'b010: stateNext = 2;  
					3'b011: stateNext = 2;  
					3'b100: stateNext = 2;  
					3'b101: stateNext = 2;  
					3'b110: stateNext = 2;  
					3'b111: stateNext = 2;  
				endcase
				if(data_fromRAM[12:0] == 0)
					stateNext = 3;
			end
			2: begin
				PCNext      = PC + 1;
				opcodeNext  = opcode;
				operandNext = operand;
				addr_toRAM  = operand;
				wrEn        = 1;
				WNext       = W;
				if(opcode == 3'b010) begin
					if(data_fromRAM < 16)
						WNext = W >> data_fromRAM;
					else if(data_fromRAM > 16 && data_fromRAM < 31)
						WNext = W << data_fromRAM[3:0];
					else if(data_fromRAM > 32 && data_fromRAM < 47)
						WNext = (W >> data_fromRAM[3:0] | W << (16 - data_fromRAM[3:0]));
					else 
						WNext = (W >> (16-data_fromRAM[3:0]) | W << data_fromRAM[3:0]);
				end
				if(opcode == 3'b100) begin
					if(data_fromRAM == 0) begin
						PCNext = PC + 2;
						wrEn   = 0;
					end
				end
				if(opcode == 3'b110) begin
					data_toRAM = W;
					addr_toRAM = operand;
				end
				if(opcode == 3'b111) begin
					PCNext = data_fromRAM;
					wrEn   = 0;
				end
				case(opcode)
					3'b000: WNext = W + data_fromRAM;
					3'b001: WNext = ~(W & data_fromRAM);
					3'b011: WNext = W >= data_fromRAM;
					3'b101: WNext = data_fromRAM;
				endcase
				stateNext = 0;
			end
			3: begin
				PCNext      = PC;
				opcodeNext  = opcode;
				operandNext = operand;
				addr_toRAM  = 2;
				WNext       = W;
				wrEn        = 0;
				stateNext   = 4;
			end
			4: begin
				PCNext      = PC;
				opcodeNext  = opcode;
				operandNext = data_fromRAM;
				addr_toRAM  = data_fromRAM;
				WNext       = W;
				wrEn        = 0;
				stateNext   = 2;
			end
			default: begin
				PCNext      = 0;
				opcodeNext  = 0;
				operandNext = 0;
				WNext       = 0;
				addr_toRAM  = 0;
				wrEn        = 0;
				data_toRAM  = 0;
				stateNext   = 0;
			end
		endcase
	end	
end
endmodule
[./run.sh]
#!/bin/bash
# OpenROAD 26Q1-2900-gdf79404cd8, Yosys 0.63+post, stock flow scripts
make -C /OpenROAD-flow-scripts/flow DESIGN_CONFIG=/design/flow/config.mk WORK_HOME=/design/flow/orfs finish
[./config.mk]
export PLATFORM = sky130hd
export DESIGN_NAME = projectCPU2021
export DESIGN_NICKNAME = projectCPU2021
export VERILOG_FILES = /design/flow/design.v
export SDC_FILE = /design/flow/constraint.sdc
export NUM_CORES = 4
export LEC_CHECK = 1
export CORE_UTILIZATION = 40
[./constraint.sdc]
current_design projectCPU2021

set clk_period 6.6
set clk_io_pct 0.2

create_clock -name clk0 -period $clk_period [get_ports {clk}]

set non_clock_inputs [all_inputs -no_clocks]
set_input_delay [expr $clk_period * $clk_io_pct] -clock clk0 $non_clock_inputs
set_output_delay [expr $clk_period * $clk_io_pct] -clock clk0 [all_outputs]
==> reports/metrics.cfg <==
[cells_and_area]
final_common_cell=nor2_1
drive_gt1_frac=0.106
syn_to_final_growth_pct=16.2
layout_top_cells=nor2_1, a21oi_1, nand2_1, o21ai_0, clkdlybuf4s50_1

[route]
drt-pass1-iter-count=21
wl_per_cell_um=23.4
ant_nets=0
n_antenna_cell=0
post-route-drc-count=0
drt_iter0_markers=822
viasPerCell=6.36
wl_um=30600
vias=8305

[final_timing]
worstMarginPinSlew_ns=0.859
clock-skew-final_ns=0.00349
layout_min_cycle_time_ns=5.01
slew_violations=0
rsz0062_at_grt=no
setup_viol=0
fin_crit_sh=0.759
hold_viol_final=0
fin_setup_tns_ns=0
max_freq_ghz=0.200
relSlewSlack=0.425

[clocking]
cts_hold_buf=0
clk_pin_slew_worst_paths_ns=0.07
htreeDepth=2
clock_latency_ns=0.29
clock-sinks=48
clock_path_buffers=2
cts_tree=done
root_buffer=clkbuf_16
cts_resized=0
cts_setup_buffers=0
numCtsBuffers=5

[critical_path]
reg2reg_depth=10
r2r-start=W[1]$_SDFFE_PP0P_
arrival_ns=3.69
criticalPathCategory=in -> out
crit_fanout=30
regToRegSetupSlack_ns=3.25
critPathRequiredTime_ns=5.28
r2r-end=W[15]$_SDFFE_PP0P_
worstSetupEndpointType=output pin
startpoint_type=primary input

[yosys]
ys_warn_count=1
synthTopCellsByArea=dfxtp_1, mux4_2, nor2_1
ys.flop_type=dfxtp_1
synth_cell_types=74
synth_cells=1039
synthArstFlopShare=0
synth.cell_area_um2=7410
yosys.area.top_type=dfxtp_1
syn_area_per_cell_um2=7.13
top_cell_area_share=0.130
ys_area_um2=7410
yosysCellCount=1039
edf_count=0
ys_ff=48
ys_seq_frac=0.130

[place]
dpl.hpwl_um=22200
io_buffers=76
place.gp.congestion=1.01

[power]
peakVddDrop_mv=0.143
p_per_area_nw_per_um2=137
p_total_mw=1.18
p_leak_nw=3.25

[run]
openroad.warnings=43
drv_cap=0

[global_route]
gr-usage-all-layers=0.330
gr-usage-met3=0.0487
antenna_found_initial=0
grt.overflow.total=0
grt.busiest_layer=met1
use_met1=0.503
grt_pass1_vias=7832
use_met2=0.494
grt_pass1_wl_um=47800
grt_max_degree=49

[min_path]
min_to=operand[1]$_SDFFE_PP0N_
min_path_cells=2
worstHoldStart=operand[1]$_SDFFE_PP0N_
hp-class=reg -> reg

[die]
ios=77
core_um2=18100
die_height_um=138
dieArea_um2=19100
rows=49
core_util_floorplan=0.410
die_x_um=138

[status]
status=finished clean

-- report_power, final --
group | switching (mW) | internal, mW
combinational | 0.313 | 0.198
sequential | 0.0306 | 0.303
clock | 0.122 | 0.215
-- how the worst max path moves through the flow --
stage         from             end  slack [ns]  depth (start not counted)
global route   rst  data_toRAM[15]        1.41                          7
CTS            rst  data_toRAM[15]        1.58                          7
finish         rst  data_toRAM[15]        1.59                          7
-- logic make-up after synthesis --
kind of cell               count (synthesis)  share of synthesized area
adders and majority gates                 38                     0.0652
muxes                                     97                      0.190
AOI/OAI and AO/OA                        333                      0.292
DFF                                       48                      0.130
xor gates and xnor gates                  16                     0.0189
buffers and inverters                    124                     0.0650
and+or+nand+nor                          383                      0.240
-- layer usage --
layer	vias to the layer above	wire, µm
met3	56	2240
met5	-	0
li1	3915	-
met4	0	1030
met1	3967	14000
met2	367	13300
-- cell type report --
cell class	instances	area, µm²
Clock buffer	5	125
Clock inverter	2	60.1
Fill cell	1835	9480
Inverter	40	150
Multi-Input combinational cell	867	5980
Sequential cell	48	961
Tap cell	229	287
Timing Repair Buffer	115	1050
-- per-stage QoR --
stage	instance area (µm²)	hold slack, ns	setup slack [ns]	std cells	util
after floorplan	7410	0.470	1.93	1039	-
after detailed placement	8420	0.505	1.58	1299	0.466
final	8610	0.517	1.59	1306	0.476
after global routing	8610	0.544	1.41	1306	0.476
after CTS	8610	0.522	1.58	1306	0.476
after global placement	8420	0.495	1.60	1299	0.466
-- critical path: stages --
cell and delay [ns]:
clkdlybuf4s50_1 0.39, buf_4 0.24, or3_1 0.67, nor4_2 0.23, buf_4 0.23, and2_1 0.14, clkdlybuf4s50_1 0.46
-- cell usage after synthesis (all sizes together) (4+ instances only) --
library cell,instances
a2111oi,7
nor2b,10
a221oi,7
dfxtp,48
a21oi,83
or3,9
mux2,17
o221ai,7
o22ai,8
nor3b,5
a22oi,39
buf,22
xnor2,12
mux2i,49
o2111ai,4
nor3,23
and2,20
a211oi,15
nand4,6
nand3,19
nor4,9
mux4,31
nand2,80
a31oi,18
inv,36
a21o,11
o21bai,4
clkinv,4
nand2b,8
xor2,4
nor2,178
o31ai,4
o21ai,80
o21a,6
ha,37
clkbuf,62
a32o,5
and3,7
o211ai,7
-- flip-flops by register name, indices dropped and copies added, names as in the netlist --
name / count
W: 16
PC: 13
operand: 13
opcode: 3
state: 3
